[config.mk]
export PLATFORM = sky130hd
export DESIGN_NAME = counter_4bit4
export DESIGN_NICKNAME = counter_4bit4
export VERILOG_FILES = /design/flow/design.v
export SDC_FILE = /design/flow/constraint.sdc
export NUM_CORES = 4
export LEC_CHECK = 1
export CORE_AREA = 10 10 70 70
export DIE_AREA = 0 0 80 80
[constraint.sdc]
current_design counter_4bit4

set clk_period 1.4
set clk_io_pct 0.2

create_clock -name clk0 -period $clk_period [get_ports {clk}]

set non_clock_inputs [all_inputs -no_clocks]
set_input_delay [expr $clk_period * $clk_io_pct] -clock clk0 $non_clock_inputs
set_output_delay [expr $clk_period * $clk_io_pct] -clock clk0 [all_outputs]
[design.v]
`timescale 1ns / 1ps
module counter_4bit4 (
     input logic clk,
    input logic reset_n,
    input logic load,
    input logic [3:0] load_data,
    output logic [3:0] count
);
    logic [3:0] next_count;  
    assign next_count = load ? (load_data) : (count + 1);  
    always @(posedge clk or negedge reset_n) begin
        if (!reset_n)       
            count <= 0;  
        else 
            count <= next_count;
    end
endmodule
[run.sh]
#!/bin/bash
# OpenROAD 26Q1-2900-gdf79404cd8, Yosys 0.63+post, stock flow scripts
make -C /OpenROAD-flow-scripts/flow DESIGN_CONFIG=/design/flow/config.mk WORK_HOME=/design/flow/orfs finish
==> notes.md <==
## Floorplan
• **core footprint** 3420 µm²
• **number of rows in the core area** 21
• **initial core utilization** 5.05%
• **count of boundary I/O pins** 11
• **chip height** 80 µm
• **horizontal die dimension** 80 µm
• **chip area** 6400 µm²

## CTS
• **largest buffer count on any clock path** 2
• **Insertion Delay late pin** 240 ps
• **CTS root buf** clkbuf_4
• **number of buffers created by CTS** 3
• **H-tree Lvls** 1
• **number of clock sinks** 4
• **post-cts hold buffer count** 0
• **TritonCTS clock tree** yes
• **clock input transition at the sequential cells of the worst setup and hold paths** 40 ps

## Timing
• **worst slew margin relative to its limit** 87.6%
• **number of slew-limit violations in the final report** 0
• **Tightest Pin Transition** 185 ps
• **worst setup margin** 55.3 ps
• **share of the clock period used by the worst path after layout** 96.1%
• **Fmax** 744 MHz
• **RSZ-0062 raised after global routing** no
• **final hold violation count** 0
• **Period minus WS final** 1340 ps
• **total negative slack for setup checks** 0 ps
• **Worst Skew** 1.21 ps
• **number of endpoints failing setup at the final stage** 0

## GRT
• **initial antenna violation count** 0
• **maximum number of pins on one net before global-route repair** 7
• **combined global-route utilization of all metal layers** 2.14%
• **leftover overflow at the end of global routing** 0
• **via count of the first global-routing pass** 177
• **wire length of the first global-routing pass** 966 µm

## Setup path
• **series of cell instances along the critical path** clkdlybuf4s50_1
• **worst-path fanout max** 2
• **critical setup path kind** flop to output port
• **crit-path leading delay family** buffers and inverters
• **critical path buffer and inverter count** 1
• **launching element type of the critical path** flop
• **end of the worst register-to-register path** count[1]
• **type of destination of the critical path** output port
• **flop-to-flop setup slack** 240 ps
• **Critical Path AT** 1060 ps
• **Crit path largest cell delay** 490 ps
• **data required time at the worst endpoint** 1120 ps
• **crit path max-delay cell type** clkdlybuf4s50_1
• **R2R depth** 3
• **Reg-to-Reg Start** count[0]

## Synthesis
• **number of standard cells reported by yosys** 15
• **count of flip-flops with a built-in enable after synthesis** 0
• **post-synth top area cell** dfrtp_1
• **area figure in the yosys stat output** 173 µm²
• **number of instances in the synthesized netlist** 15
• **area of the mapped netlist** 173 µm²
• **Netlist cell types** 9
• **mean instance size in the synthesized netlist** 11.5 µm²
• **fraction of synthesis flops using an asynchronous set or reset pin** 100%
• **cell types with the largest area share after synthesis** dfrtp_1 (58%), ha_1 (7.2%), mux2_2 (6.5%), nand2_1 (6.5%), o21ai_0 (5.8%)
• **total of warnings raised by yosys** 1
• **dominant register cell** dfrtp_1
• **share of the synthesized area in the top cell type** 58.0%
• **Synth top cell by count** dfrtp_1
• **sequential cell area fraction in the yosys report** 58.0%
• **synthesized flop and latch total** 4
• **top cells by count** dfrtp_1 (4), nand2_1 (3), o21ai_0 (2)

## Place
• **Setup Slack @ Placement** 178 ps
• **Placed Instances** 72
• **standard cell area after detailed placement** 338 µm²
• **IO Port Bufs** 10
• **routability-driven placement congestion ratio** 0.699
• **Detailed Place HPWL** 511 µm

## Drt
• **Detail Route Antenna Nets** 0
• **Antenna diodes** 0
• **routed length on met3** 105 µm
• **DRC viols** 0
• **highest signal layer in the routed design** met3
• **sum of routed wire length over all layers** 635 µm
• **length of the first detailed-routing pass in iterations** 2
• **amount of wire on met2 after detailed routing** 117 µm
• **per-cell routed wire length** 8.14 µm
• **average vias per placed instance** 2.14
• **met1 wire length** 411 µm
• **via count** 167
• **count of routing violations after the opening detailed-route iteration** 1

## Run
• **count of tool warnings** 25
• **total of max-cap violations** 0

## Power
• **cell area power density** 1040 nW/µm²
• **switching share of power** 23.7%
• **Final Total Pwr** 402 µW
• **Net Switching** 95.3 µW
• **logic gate share of total power** 27.3%
• **share of power burned in registers** 35.8%
• **part of the power in the clock network** 36.8%
• **peak supply drop** 0.467 mV
• **internal power** 307 µW
• **leakage power figure** 0.000168 µW

## Hold path
• **worst hold path type** primary input to asynchronous set/reset pin

## Status
• **status** completed

## Finish
• **filler cell count in the final layout** 398
• **share of layout cells above drive strength 1** 25.0%
• **final cell area excluding filler cells** 388 µm²
• **number of standard cells in the final layout excluding fillers** 78
• **top register by number of flip-flops** count
• **largest registers** count x4
• **number of flip-flops under the largest register name** 4
• **area growth from synthesis to layout** 125%

==> metal layers <==
metal  track usage [%]  up-vias
met5                 0        -
met4             0.176        0
met3              2.05        0
met2              1.61       14
met1              3.55       67
li1                  -       86
==> cells in the final DEF, fill, tap and decap left out <==
cell type,synthesis,layout
nand3_1,1,1
o21ai_0,2,2
clkbuf_4,0,3
dlymetal6s2s_1,0,2
dfrtp_1,4,4
xnor2_1,1,1
o21ai_1,1,1
buf_4,0,4
nand2_1,3,3
xor2_1,1,1
mux2_2,1,1
clkdlybuf4s50_1,0,8
ha_1,1,1
==> worst max-delay path by stage <==
stage | start | endpoint | slack [ps] | depth (start not counted)
after CTS | count[3] | count[3] | 9 | 1
after global routing | count[0] | count[0] | 4 | 1
final | count[2] | count[2] | 60 | 1
==> kinds of logic (layout without fill, tap and decap cells) <==
logic type / count (synthesis) / count (layout) / share of synthesized area (%)
flops: 4 / 4 / 58.0
simple gates: 4 / 4 / 9.42
compound gates: 3 / 3 / 8.69
xor+xnor: 2 / 2 / 10.1
fa+ha+maj: 1 / 1 / 7.25
mux: 1 / 1 / 6.52
buf+inv: 0 / 17 / 0
==> power by group through the flow <==
stage / sequential [µW] / clock, µW / combinational (µW)
after CTS: 145 / 152 / 107
after global routing: 147 / 156 / 128
final: 144 / 148 / 110
==> area by class of cell <==
cell class	instances	area, µm²	area share (%)
flip-flops and latches	4	100	25.8
repair buffers	14	135	34.8
well taps	46	57.6	14.8
clock buffers	3	22.5	5.81
multi-input cells	11	72.6	18.7
==> stage by stage <==
step | utilization (%) | hold slack [ps]
floorplan | - | -15.6
global placement | 9.89 | 493
detailed placement | 9.89 | 498
CTS | 11.0 | 242
global route | 11.4 | 255
finish | 11.4 | 241
==> repair_timing <==
| action | CTS | global route |
|---|---|---|
| setup buffers | 2 | 1 |
| resized | 0 | 2 |
| endpoints found under the setup margin | 2 | 2 |
Power figures rest on the tool's default switching activity, not on a simulated workload.
